## design.v

```verilog
module spi_control#(
        parameter SPI_CLK_FREQ  = 2_000_000,
        parameter UPDATE_FREQ   = 50
    )(
        input                   reset_n,
        input                   clk,
        input                   spi_clk,  
        input                   spi_clk_out,
        output                  data_update,
        output [15:0]           data_x,
        output [15:0]           data_y,
        output                  SPI_SDI,
        input                   SPI_SDO,
        output                  SPI_CSN,
        output                  SPI_CLK,
        input [1:0]             interrupt  
    );
localparam TIMECOUNT = SPI_CLK_FREQ / UPDATE_FREQ;
localparam SDI_WIDTH = 16;
localparam SDO_WIDTH = 8;
localparam WRITE_MODE      = 2'b00;
localparam READ_MODE       = 2'b10;
localparam INI_NUMBER      = 4'd11;
localparam   IDLE            = 0;
localparam   TRANSFER        = 1;
localparam   INTERACT        = 2;
localparam   BW_RATE         = 6'h2c;
localparam   POWER_CONTROL   = 6'h2d;
localparam   DATA_FORMAT     = 6'h31;
localparam   INT_ENABLE      = 6'h2E;
localparam   INT_MAP         = 6'h2F;
localparam   THRESH_ACT      = 6'h24;
localparam   THRESH_INACT    = 6'h25;
localparam   TIME_INACT      = 6'h26;
localparam   ACT_INACT_CTL   = 6'h27;
localparam   THRESH_FF       = 6'h28;
localparam   TIME_FF         = 6'h29;
localparam   INT_SOURCE      = 6'h30;  
localparam   X_LB            = 6'h32;  
localparam   X_HB            = 6'h33;  
localparam   Y_LB            = 6'h34;  
localparam   Y_HB            = 6'h35;  
localparam   Z_LB            = 6'h36;  
localparam   Z_HB            = 6'h37;  
reg  [3:0]              init_index;
reg  [SDI_WIDTH-3:0]    write_data;
reg  [SDI_WIDTH-1:0]    data_tx;
reg                     start;
wire                    done;
wire [SDO_WIDTH-1:0]    data_rx;
reg  [1:0]              spi_state;
reg data_update_internal;
reg [1:0] data_update_shift;
reg  [$clog2(TIMECOUNT)-1:0]   sample_count;  
wire sample;
reg [2:0] read_index;
reg [7:0] read_command;
localparam LAST_READ_COMMAND = 4;
reg [7:0] data_storage [3:0];
assign data_x = {data_storage[1], data_storage[0]};
assign data_y = {data_storage[3], data_storage[2]};
spi_serdes serdes (
        .reset_n        (reset_n),
        .spi_clk        (spi_clk),
        .spi_clk_out    (spi_clk_out),
        .data_tx        (data_tx),
        .start          (start),
        .done           (done),
        .data_rx        (data_rx),
        .SPI_SDI        (SPI_SDI),
        .SPI_SDO        (SPI_SDO),
        .SPI_CSN        (SPI_CSN),
        .SPI_CLK        (SPI_CLK)
    );
always @ (*) begin
    case (init_index)
        0       : write_data = {THRESH_ACT,     8'h20};
        1       : write_data = {THRESH_INACT,   8'h03};
        2       : write_data = {TIME_INACT,     8'h01};
        3       : write_data = {ACT_INACT_CTL,  8'h7f};
        4       : write_data = {THRESH_FF,      8'h09};
        5       : write_data = {TIME_FF,        8'h46};
        6       : write_data = {BW_RATE,        8'h09};
        7       : write_data = {INT_ENABLE,     8'h10};
        8       : write_data = {INT_MAP,        8'h10};
        9       : write_data = {DATA_FORMAT,    8'h00};
        default : write_data = {POWER_CONTROL,  8'h08};
    endcase
end
always @(*) begin
    case (read_index)
        0 : read_command = {READ_MODE, X_LB};
        1 : read_command = {READ_MODE, X_HB};
        2 : read_command = {READ_MODE, Y_LB};
        3 : read_command = {READ_MODE, Y_HB};
        default : read_command = {READ_MODE, INT_SOURCE};
    endcase
end
assign sample = (sample_count == TIMECOUNT - 1);
always @(posedge spi_clk or negedge reset_n) begin
    if (!reset_n) begin
        sample_count <= 0;
    end else begin
        if (sample) begin
            sample_count <= 0;
        end else begin
            sample_count <= sample_count + 1'b1;
        end
    end 
end
always@(posedge spi_clk or negedge reset_n) begin
    if(!reset_n) begin
        init_index              <= 4'b0;
        start                   <= 1'b0;
        spi_state               <= IDLE;
        read_index              <= 0;
        data_update_internal    <= 1'b0;
    end else if(init_index < INI_NUMBER) begin
        case(spi_state)
            IDLE : begin
                data_tx   <= {WRITE_MODE, write_data};
                start     <= 1'b1;
                spi_state <= TRANSFER;
            end
            TRANSFER : begin
                if (done) begin
                    init_index  <= init_index + 4'b1;
                    start       <= 1'b0;
                    spi_state   <= IDLE;
                end
            end
        endcase
     end else begin
        case(spi_state)
            IDLE : begin
                data_update_internal    <= 1'b0;
                read_index              <= 0;
                start                   <= 1'b0;
                if (sample) begin
                    spi_state <= INTERACT;
                end
            end
            INTERACT : begin
                data_tx[15:8] <= read_command;
                if (read_index > 0) begin
                    data_storage[read_index - 1'b1] <= data_rx;
                end
                start <= 1'b1;
                spi_state <= TRANSFER;
            end
            TRANSFER : begin
                if (done) begin
                    start <= 1'b0;
                    if (read_index == LAST_READ_COMMAND) begin
                        data_update_internal <= 1'b1;
                        spi_state   <= IDLE;
                    end else begin
                        read_index  <= read_index + 1'b1;
                        spi_state   <= INTERACT;
                    end
                end
            end
            default: begin
                spi_state <= IDLE;
            end
        endcase
    end
end
always @(posedge clk) begin
    data_update_shift <= {data_update_shift[0], data_update_internal};
end
assign data_update = data_update_shift == 2'b01;
endmodule
module spi_serdes(
        input                       reset_n,
        input                       spi_clk,
        input                       spi_clk_out,
        input       [15:0]          data_tx,
        input                       start,
        output                      done,
        output reg  [7:0]           data_rx,
        output                      SPI_SDI,
        input                       SPI_SDO,
        output                      SPI_CSN,
        output                      SPI_CLK
    );
localparam  IDLE = 0;  
localparam WRITE = 1;  
localparam  READ = 2;  
localparam STALL = 3;  
reg [1:0]  state = IDLE;
reg [3:0]  count;
reg [15:0] data_tx_reg;
reg read;
wire spi_active;
assign spi_active = (state == READ || state == WRITE);
assign SPI_CSN = ~(spi_active || start);
assign SPI_CLK = spi_active ? spi_clk_out : 1'b1;
assign SPI_SDI = (state == WRITE) ? data_tx_reg[count] : 1'b1;
assign done    = (state == STALL);
always @(posedge spi_clk or negedge reset_n) begin
    if (reset_n == 1'b0) begin
        state <= IDLE;
    end else begin
        case (state)
            IDLE : begin
                count <= 4'hf;
                if (start) begin
                    read        <= data_tx[15];
                    data_tx_reg <= data_tx;
                    state       <= WRITE;
                end
            end
            WRITE : begin
                count <= count - 1;
                if (read && (count == 8)) begin
                    state <= READ;
                end else if (count == 0) begin
                    state <= STALL;
                end
            end
            READ : begin
                count <= count - 1;
                data_rx <= {data_rx[6:0],SPI_SDO};
                if (count == 0) begin
                    state <= STALL;
                end
            end
            STALL: state <= IDLE;
        endcase
    end
end
endmodule
```

## run.sh

```bash
#!/bin/bash
# OpenROAD 26Q1-2900-gdf79404cd8, Yosys 0.63+post, stock flow scripts
make -C /OpenROAD-flow-scripts/flow DESIGN_CONFIG=/design/flow/config.mk WORK_HOME=/design/flow/orfs finish
```

## config.mk

```make
export PLATFORM = sky130hd
export DESIGN_NAME = spi_control
export DESIGN_NICKNAME = spi_control
export VERILOG_FILES = /design/flow/design.v
export SDC_FILE = /design/flow/constraint.sdc
export NUM_CORES = 4
export LEC_CHECK = 1
export CORE_UTILIZATION = 40
```

## constraint.sdc

```tcl
current_design spi_control

set clk_period 4.4
set clk_io_pct 0.2

create_clock -name clk0 -period $clk_period [get_ports {clk}]
create_clock -name clk1 -period $clk_period [get_ports {spi_clk}]

set non_clock_inputs [all_inputs -no_clocks]
set_input_delay [expr $clk_period * $clk_io_pct] -clock clk0 $non_clock_inputs
set_output_delay [expr $clk_period * $clk_io_pct] -clock clk0 [all_outputs]
```

==> notes.md <==
fresh numbers from the pnr run: clk slew on worst S/H paths=around 100 ps, FF-to-FF path depth=6, critical path startpoint category=flip-flop, HP Start=data_update_shift[0], worst clock skew=about 13 ps, RSZ-0062 raised after global routing=no, register with the most flip-flops=data_storage, VDD IR-drop max=0.193 mV, WL met1=3100 microns, final tally of setup violations=0, worst slew pin tran=slightly above 700 ps, Mapped Area=0.00414 sq mm, die area=roughly 0.011 sq mm, Hold Buf Count CTS=0, dpl hpwl=roughly 4400 microns, Rows=36, Ports=about 43, setup slack, reg-to-reg=~1700 ps, grt ovf=0, Ys Warns=3, Critical Path Fanout Max=9, internal power=between 1000 and 1500 uW, Critical Path Max Stage Delay=570 ps, biggest regs=data_storage x32, sample_count x16, chip width=104 microns, Logic cell area=around 0.0012 sq mm, TritonCTS clock tree=built, area grow syn2layout=19.3%, Synth Area per Inst=13.7 sq um, share of cells above drive strength 1=between 7 and 8%, Fin Setup TNS=0 ps, highest routed metal layer=met4, FP Util=a little over two fifths, Final Util=49.8%, met2 WL=approximately 2900 microns, register share after synthesis=68.5%, r2r startpoint=init_index[0], Synth flops=roughly 100, placed insts=roughly 470, Chip Area, Yosys=0.00414 sq mm, via count=around 2400, I/O Buffers=39, Reg area=between 0.002 and 0.003 sq mm, Die H=104 microns, switching power total=roughly 350 uW, Cells after Synth=around 300, fill count=roughly 850, Routed Wire Length=between 6000 and 7000 microns, Worst Hold Depth=0, router iterations before antenna repair=4, Post-CTS Setup Repair Bufs=0, Comb pwr share=less than 1%, Non-Filler Instances=roughly 490, global-route wire length before repair=approximately 11000 microns, post-CTS resize count=0, final hold violations=0, Yosys cell types=~49, status=complete, no violations, Total Routing Usage GR=roughly 14%, number of global-route vias before repair=between 2000 and 2500, remaining antenna violation count=0, clock sink count=about 100, number of max-cap violations=0, Yosys Instances=around 300, ys async rst share=between 30% and 40%, Post-synth EDFFs=68, largest net degree at the start of global routing=36, flip-flop count of the largest register after layout=32, Initial DRC Count=106, Setup Crit Path Kind=reg2out, Switching Fraction=about a fifth, CP endpoint=SPI_SDI, Clock Power Share=about 40%, Slew Limit Fails=0, Pwr Density=approximately 340 mW/mm^2, CP startpoint=serdes.count[0], class of the worst hold path=reg2reg, antenna violations before repair=0, Final Power=between 1500 and 2000 uW, DR vias/cell=just under 5, CP Cell Sequence=mux4_2 -> nand2b_1 -> o2111ai_1 -> and3_1 -> clkdlybuf4s50_1, WP data arrival=approximately 2200 ps, wire length per cell=between 10 and 15 microns, main flop type=edfxtp_1, WL met3=approximately 310 microns, tool warnings=37, worst rel slew slack=51.5%, RePlAce Congestion=between 0.7 and 0.8, DRC=0, Leakage Power=0.00190 uW, Critical Path Sink Type=output port, Seq pwr share=59.2%, Crit-path slowest cell=edfxtp_1, CP required=between 3000 and 4000 ps, core area=around 0.0099 sq mm, Worst R2R End=data_storage[1][3], Antenna diodes=0
worst max-delay path, delay by kind of cell (launching register included):
family                 cells  cell delay, ps
DFF                        1             570
muxes                      1             550
buffers and inverters      1             400
and+or+nand+nor            2             250
AOI/OAI and AO/OA          1             100
Yosys cell counts, types with 2 or more instances:
cell / n / share of area, %
ha_1: 15 / 4.5
nand2b_1: 10 / 1.5
a21oi_1: 15 / 1.8
and3_1: 5 / 0.76
nor2b_1: 7 / 1.1
nand4_1: 3 / 0.45
dfrtp_1: 29 / 18
nor2_1: 19 / 1.7
xnor2_1: 12 / 2.5
nor3_1: 6 / 0.73
nand3_1: 10 / 1.2
a21o_1: 3 / 0.54
xor2_1: 4 / 0.85
mux2i_1: 3 / 0.73
dfxtp_1: 2 / 0.97
and2_1: 5 / 0.76
o211ai_1: 2 / 0.36
o21ai_0: 10 / 1.2
or4b_1: 3 / 0.73
inv_1: 12 / 1.1
a41oi_1: 2 / 0.42
edfxtp_1: 68 / 49
a211oi_1: 3 / 0.54
nand2_1: 26 / 2.4
clkbuf_1: 5 / 0.45
worst min-delay path by stage:
stage | endpoint | slack (ps)
4_1_cts | data_update_shift[1] | 340
5_1_grt | data_update_shift[1] | 350
6_report | data_update_shift[1] | 330
power by group through the flow:
stage                 combinational [uW]  clock, uW  sequential [uW]
after global routing                15.0        735              999
after CTS                           13.7        700              998
final                               12.8        675              998
through the flow:
step / area [sq um] / setup WS, ps / hold WS [ps]
6_report: 4930 / 1290 / 334
5_1_grt: 4930 / 1140 / 353
4_1_cts: 4930 / 1260 / 337
3_5_place_dp: 4680 / 1610 / 332
3_3_place_gp: 4680 / 1630 / 328
2_1_floorplan: 4140 / 2120 / 324
placed cells by master (no fill, tap or decap), types with 2 or more instances in the layout:
master           Yosys  layout
edfxtp_1            68      68
clkdlybuf4s50_1      0      39
dfrtp_1             29      29
nand2_1             26      26
nor2_1              19      19
a21oi_1             15      15
ha_1                15      15
inv_1               12      12
xnor2_1             12      12
clkbuf_8             0      12
nand3_1             10      10
o21ai_0             10      10
nand2b_1            10      10
nor2b_1              7       7
nor3_1               6       6
and3_1               5       5
and2_1               5       5
xor2_1               4       4
nand4_1              3       3
or4b_1               3       3
a211oi_1             3       3
a21o_1               3       3
mux2i_1              3       3
o211ai_1             2       2
a41oi_1              2       2
inv_6                0       2
clkinv_4             0       2
dfxtp_1              2       2
area by class of cell:
class	instances	share of cell area, %
Clock buffer	12	3.35
Multi-Input combinational cell	184	24.9
Inverter	13	0.989
Tap cell	133	3.37
Timing Repair Buffer	40	8.06
Clock inverter	7	1.88
Sequential cell	100	57.4
layer usage:
metal	GRT usage, %	vias up
met1	21.7	1128
met4	2.96	0
met5	0	-
li1	-	1198
met3	3.72	16
met2	20.5	60
cell families after synthesis:
family | synth area share [%]
and+or+nand+nor | 12.9
DFF | 68.5
AOI/OAI and AO/OA | 7.59
buffers and inverters | 1.75
xor gates and xnor gates | 3.39
adders and majority gates | 4.54
muxes | 1.27
No activity file was given, so power comes from the tool's default toggle rates.
